==> design/flow/design.v <==
module max5863_if(input            clk,
                  input            enable,
                  input            tx_fifo_rdy,
                  output           tx_fifo_rd,
                  input            rx_fifo_rdy,
                  output reg       rx_fifo_wr,
                  input [7:0]      tx_data,
                  output reg [7:0] rx_data,
                  input            tx_i_en,
                  input            tx_q_en,
                  input            rx_i_en,
                  input            rx_q_en,
                  output           max_clk_o,
                  output reg [9:0] dac_o,
                  input [7:0]      adc_i
                  );
   reg [2:0]                       phase;
   reg [1:0]                       tx_bytes;
   reg                             rx_bytes;
   reg                             max_clk;
   reg [7:0]                       dac_msb;
   reg [7:0]                       dac_lsb;
   always @ (posedge clk)
     if (~enable)
       phase <= 0;
     else if (phase == 5)
       phase <= 0;
     else
       phase <= phase + 1'b1;
   always @ (posedge clk)
     if (~enable)
       max_clk <= 0;
     else if(phase == 0)
       max_clk <= ~max_clk;
   reg                             max_clk_d;
   always @ (posedge clk) begin
      max_clk_d <= max_clk;
   end
   assign max_clk_o = max_clk_d;
   assign tx_i_pulse = tx_i_en & (max_clk_d & ~max_clk);
   assign tx_q_pulse = tx_q_en & (~max_clk_d & max_clk);
   assign tx_byte_inc = (tx_i_pulse | tx_q_pulse);
   always @ (posedge clk)
     if (~enable)
       tx_bytes <= 2'b11;
     else if (tx_byte_inc)
       tx_bytes <= tx_bytes + 2'b01;
   reg [2:0] rd_cnt;
   reg       tx_en;
   always @ (posedge clk)
     if (tx_bytes == 2'b11)
       tx_en <= tx_fifo_rdy;
   always @ (posedge clk)
     if (tx_bytes == 2'b11)
        rd_cnt <= 0;
     else if (tx_fifo_rd)
       rd_cnt <= rd_cnt + 1;
   assign tx_fifo_rd = (tx_bytes != 2'b11) & tx_en & (rd_cnt < 5);
   reg tx_data_valid;
   reg [2:0] valid_cnt;
   reg [7:0] dac0_lsb;
   reg [7:0] dac1_lsb;
   reg [7:0] dac2_lsb;
   reg [7:0] dac3_lsb;
   always @ (posedge clk) begin
      tx_data_valid <= tx_fifo_rd;
      if (tx_data_valid)
        valid_cnt <= valid_cnt + 1;
      else
        valid_cnt <= 0;
   end
   always @ (posedge clk)
     if (tx_data_valid)
       case (valid_cnt)
         0:        dac_msb  <= tx_data;
         1:        dac0_lsb <= tx_data;
         2:        dac1_lsb <= tx_data;
         3:        dac2_lsb <= tx_data;
         4:        dac3_lsb <= tx_data;
       endcase  
   always @ (posedge clk)
       case (tx_bytes)
         2'b00: dac_o <= {dac_msb[1:0], dac0_lsb};
         2'b01: dac_o <= {dac_msb[3:2], dac1_lsb};
         2'b10: dac_o <= {dac_msb[5:4], dac2_lsb};
         2'b11: dac_o <= {dac_msb[7:6], dac3_lsb};
       endcase  
   reg max_clk_o_d;
   always @ (posedge clk)
     max_clk_o_d <= max_clk_o;
   assign rx_i_pulse = rx_i_en & (~max_clk_o_d & max_clk_o);
   assign rx_q_pulse = rx_q_en & (max_clk_o_d & ~max_clk_o);
   reg latch_adc;
   always @ (posedge clk)
     if (rx_fifo_rdy & (rx_i_pulse | rx_q_pulse))
       latch_adc <= 1;
     else
       latch_adc <= 0;
   always @ (posedge clk)
     if (latch_adc) begin
        rx_fifo_wr <= 1;
        rx_data <= adc_i;
     end
     else begin
        rx_fifo_wr <= 0;
     end  
endmodule  
==> design/flow/run.sh <==
#!/bin/bash
# OpenROAD 26Q1-2900-gdf79404cd8, Yosys 0.63+post, stock flow scripts
make -C /OpenROAD-flow-scripts/flow DESIGN_CONFIG=/design/flow/config.mk WORK_HOME=/design/flow/orfs finish
==> design/flow/config.mk <==
export PLATFORM = sky130hd
export DESIGN_NAME = max5863_if
export DESIGN_NICKNAME = max5863_if
export VERILOG_FILES = /design/flow/design.v
export SDC_FILE = /design/flow/constraint.sdc
export NUM_CORES = 4
export LEC_CHECK = 1
export CORE_UTILIZATION = 30
==> design/flow/constraint.sdc <==
current_design max5863_if

set clk_period 1.9
set clk_io_pct 0.2

create_clock -name clk0 -period $clk_period [get_ports {clk}]

set non_clock_inputs [all_inputs -no_clocks]
set_input_delay [expr $clk_period * $clk_io_pct] -clock clk0 $non_clock_inputs
set_output_delay [expr $clk_period * $clk_io_pct] -clock clk0 [all_outputs]
==> node_exporter_impl.prom <==
# HELP chip_impl_metric Metrics from one implementation run
# TYPE chip_impl_metric gauge
chip_impl_metric{name="finalMaxSlewViolations",unit=""} 0
chip_impl_metric{name="fin_worst_hold_slack",unit="ns"} 0.399
chip_impl_metric{name="coreArea",unit="mm²"} 0.00881
chip_impl_metric{name="yosysChipArea",unit="mm²"} 0.00275
chip_impl_info{name="startpoint_type",value="flop"} 1
chip_impl_metric{name="synth.top_cell.area_share",unit="%"} 53.5
chip_impl_metric{name="setup_slack",unit="ns"} 0.285
chip_impl_metric{name="cp.required",unit="ns"} 1.52
chip_impl_metric{name="clock.fmax",unit="MHz"} 619
chip_impl_metric{name="floorplanUtilization",unit="%"} 31.2
chip_impl_metric{name="cellInternalPower",unit="mW"} 3.24
chip_impl_metric{name="asyncSetResetFlopFracSynth",unit="%"} 0
chip_impl_info{name="synth.area.top_cells",value="sky130_fd_sc_hd__edfxtp_1, sky130_fd_sc_hd__dfxtp_1, sky130_fd_sc_hd__ha_1"} 1
chip_impl_metric{name="cts-hold-fix-buffers",unit=""} 0
chip_impl_metric{name="first_global_vias",unit=""} 1478
chip_impl_metric{name="critical_path.max_fanout",unit=""} 2
chip_impl_metric{name="synthesis.area",unit="mm²"} 0.00275
chip_impl_info{name="clk_root_buffer_cell",value="sky130_fd_sc_hd__clkbuf_8"} 1
chip_impl_metric{name="later_pin_clock_latency_in_the_skew_report",unit="ns"} 0.34
chip_impl_metric{name="place.gp.congestion",unit=""} 0.726
chip_impl_metric{name="pre_cts_slack",unit="ns"} 0.196
chip_impl_metric{name="layout.cell_area.non_filler",unit="mm²"} 0.00360
chip_impl_info{name="hp-class",value="flop to flop"} 1
chip_impl_info{name="unrepaired_setup_endpoints_after_global_routing",value="false"} 1
chip_impl_metric{name="maxCapViolations",unit=""} 0
chip_impl_metric{name="grt_pass1_wl",unit="µm"} 7110
chip_impl_metric{name="cts-buffers-inserted",unit=""} 9
chip_impl_metric{name="wl_per_cell",unit="µm"} 12.9
chip_impl_info{name="violations",value="design-rule violations"} 1
chip_impl_metric{name="post_route_utilization",unit="%"} 40.9
chip_impl_metric{name="timing.clock.skew",unit="ns"} 0.0101
chip_impl_metric{name="leak_pwr",unit="nW"} 1.33
chip_impl_metric{name="chip_area",unit="mm²"} 0.00955
chip_impl_metric{name="floorplan.rows",unit=""} 34
chip_impl_metric{name="post-route-period-util",unit="%"} 85.0
chip_impl_metric{name="chipHeight",unit="µm"} 97.7
chip_impl_metric{name="synth_seq_share",unit="%"} 73.2
chip_impl_metric{name="final_hold_viol_count",unit=""} 0
chip_impl_metric{name="seqPwrFrac",unit="%"} 49.3
chip_impl_metric{name="drt_drc_violations_left",unit=""} 5
chip_impl_metric{name="switching_share",unit="%"} 21.7
chip_impl_metric{name="finalWorstPathRequiredPeriod",unit="ns"} 1.62
chip_impl_metric{name="drt-vias-per-instance",unit=""} 4.36
chip_impl_info{name="run_status",value="finished, violations left"} 1
chip_impl_metric{name="htree_depth",unit=""} 3
chip_impl_metric{name="pwr-share-clk",unit="%"} 35.7
chip_impl_metric{name="post_synth_num_cell_types",unit=""} 25
chip_impl_metric{name="fin_tns_setup",unit="ns"} 0
chip_impl_metric{name="final_count_of_negative_setup_slack_endpoints",unit=""} 0
chip_impl_metric{name="power.density_cell_area",unit="mW/mm²"} 1150
chip_impl_metric{name="grt_antenna_before_repair",unit=""} 0
chip_impl_metric{name="layout-drive-gt1-share",unit="%"} 12.4
chip_impl_metric{name="slew-limit-headroom",unit="%"} 67.3
chip_impl_info{name="post-synth-top-count-cell",value="sky130_fd_sc_hd__edfxtp_1"} 1
chip_impl_info{name="most_frequent_cells_after_synthesis",value="sky130_fd_sc_hd__edfxtp_1, sky130_fd_sc_hd__dfxtp_1, sky130_fd_sc_hd__inv_1"} 1
chip_impl_metric{name="critical_path_arrival",unit="ns"} 1.24
chip_impl_info{name="tritoncts_clock_tree",value="yes"} 1
chip_impl_metric{name="worst_pin_slew",unit="ns"} 0.491
chip_impl_metric{name="stage_log_warnings",unit=""} 33
chip_impl_metric{name="largest_net_degree_at_the_start_of_global_routing",unit=""} 15
chip_impl_metric{name="globalRouteOverflowTotal",unit=""} 0
chip_impl_metric{name="synth_flop_count",unit=""} 76
chip_impl_metric{name="ir_drop",unit="V"} 0.000461
chip_impl_metric{name="synth-edff-count",unit=""} 49
chip_impl_metric{name="comb_power_share",unit="%"} 15.0
chip_impl_metric{name="cts_num_sinks",unit=""} 76
chip_impl_metric{name="antennaDiodeCount",unit=""} 0
chip_impl_metric{name="fillCellCount",unit=""} 781
chip_impl_metric{name="worst-r2r-setup-slack",unit="ns"} 0.33
chip_impl_info{name="synth_top_cell_by_area",value="sky130_fd_sc_hd__edfxtp_1"} 1
chip_impl_metric{name="clkSlewWorstSetupHoldPaths",unit="ns"} 0.08
chip_impl_metric{name="port_buffers",unit=""} 44
chip_impl_metric{name="postSynthCellCount",unit=""} 172
chip_impl_metric{name="hpwl",unit="µm"} 2800
chip_impl_metric{name="detailedRoute.firstIterationViolations",unit=""} 86
chip_impl_metric{name="grtUsageTotal",unit="%"} 10.0
chip_impl_info{name="setup.worst_path.end_class",value="primary output"} 1
chip_impl_metric{name="routed-via-count",unit=""} 1487
chip_impl_metric{name="clk_path_buf_depth",unit=""} 2
chip_impl_metric{name="dieWidth",unit="µm"} 97.7
chip_impl_info{name="postSynth.topFlopCell",value="sky130_fd_sc_hd__edfxtp_1"} 1
chip_impl_metric{name="yosys_warnings",unit=""} 6
chip_impl_metric{name="synth-cells-yosys",unit=""} 172
chip_impl_metric{name="syn_to_final_growth",unit="%"} 30.8
chip_impl_metric{name="drt_first_pass_iters",unit=""} 47
chip_impl_metric{name="p_switching",unit="mW"} 0.900
chip_impl_metric{name="placedInstanceArea",unit="mm²"} 0.00332
chip_impl_metric{name="avgSynthCellArea",unit="µm²"} 16.0
chip_impl_metric{name="i_o_pin_total",unit=""} 45
chip_impl_metric{name="routed_wl",unit="µm"} 4390
chip_impl_info{name="critical_path_class",value="flop to primary output"} 1
chip_impl_metric{name="drtAntennaViolNets",unit=""} 0
## metrics by stage
step,instances,power (mW)
3_3_place_gp,323,2.68
6_report,341,4.14
4_1_cts,341,4.20
5_1_grt,341,4.36
2_1_floorplan,172,2.35
3_5_place_dp,323,2.69
## sequential cells by signal, summed over array words and instances, names as in the netlist
name / cells
max_clk: 1
latch_adc: 1
dac1_lsb: 8
dac_o: 10
tx_en: 1
tx_bytes: 2
valid_cnt: 3
max_clk_d: 1
dac0_lsb: 8
tx_data_valid: 1
rx_fifo_wr: 1
dac3_lsb: 8
phase: 3
rx_data: 8
dac2_lsb: 8
max_clk_o_d: 1
dac_msb: 8
rd_cnt: 3
## metal layers
metal  up-vias  routed length, µm  GRT usage (%)
met5         -                  0              0
met1       707               2050           14.9
met2        39               1980           14.6
met4         0                 75           2.33
li1        734                  -              -
met3         7                284           3.85
## path summary, 6_finish.rpt
kind / from / to / depth (start not counted)
setup / recovery: tx_bytes[1]$_SDFFE_PN1P_ / tx_fifo_rd / 4
hold / removal: max_clk$_SDFFE_PN0N_ / max_clk_d$_DFF_P_ / 0
setup reg to reg: tx_bytes[0]$_SDFFE_PN1P_ / dac_o[5]$_DFF_P_ / 5
hold reg to reg: max_clk$_SDFFE_PN0N_ / max_clk_d$_DFF_P_ / 0
## layout by cell type (no fill, tap or decap), drive strengths merged, types with 5 or more instances in the layout
| master | count |
|---|---|
| a222oi | 10 |
| ha | 13 |
| nand2 | 6 |
| clkdlybuf4s50 | 43 |
| and2 | 7 |
| inv | 18 |
| buf | 5 |
| clkbuf | 10 |
| dfxtp | 27 |
| edfxtp | 49 |
| nor2b | 7 |
| mux2i | 13 |
## worst max-delay path, stage by stage, from the launching register on
cell and delay (ns):
sky130_fd_sc_hd__dfxtp_2 0.33, sky130_fd_sc_hd__ha_2 0.18, sky130_fd_sc_hd__nand3b_4 0.15, sky130_fd_sc_hd__inv_2 0.06, sky130_fd_sc_hd__dlygate4sd2_1 0.19
## layout make-up
type | instances | area, µm² | share of cell area (%)
Clock buffer | 10 | 138 | 3.82
Clock inverter | 6 | 111 | 3.09
Inverter | 18 | 67.6 | 1.88
Multi-Input combinational cell | 74 | 656 | 18.2
Sequential cell | 76 | 2010 | 56.0
Tap cell | 108 | 135 | 3.76
Timing Repair Buffer | 49 | 477 | 13.2
## cell families (layout without fill, tap and decap cells)
| logic type | after synthesis | count (layout) | synth area share (%) |
|---|---|---|---|
| adder cells (fa/ha/maj) | 13 | 13 | 5.91 |
| AND-OR/OR-AND | 14 | 14 | 4.60 |
| AND/OR/NAND/NOR | 31 | 31 | 6.78 |
| flip-flops | 76 | 76 | 73.2 |
| XOR/XNOR | 1 | 1 | 0.319 |
| buffers and inverters | 22 | 83 | 3.41 |
| multiplexers | 15 | 15 | 5.82 |
## what timing repair did
item                                    4_1_cts  5_1_grt
endpoints found under the setup margin        1        0
gates resized                                 6        0
endpoints found under the hold margin         0        0
setup buffers                                 2        0
## power by group through the flow
stage / Sequential [mW] / Combinational, mW / Clock [mW]
after global routing: 2.07 / 0.682 / 1.60
after CTS: 2.05 / 0.628 / 1.53
final: 2.04 / 0.623 / 1.48
No activity file was given, so power comes from the tool's default toggle rates.
